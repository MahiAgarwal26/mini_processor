===== flow/design.v =====
`timescale 1ns / 1ps
module divide(dividend, divisor, quo, rem, en);
input [7:0] dividend, divisor;
input en;
reg [7:0] div;
reg [15:0] y;
output reg [7:0] quo, rem;
integer i;
always@(posedge en)
begin
quo = 8'h00;
rem = 8'h00;
div = dividend;
for (i = 0; i<8; i = i+1)
    begin
    quo = quo << 1;
    y = {rem, div};
    y = y << 1;
    rem = y[15:8];
    div = y[7:0];
    if (rem >= divisor)
        begin
        rem  = rem - divisor;
        quo[0] = 1;
        end
    end
end
endmodule

===== flow/run.sh =====
#!/bin/bash
# OpenROAD 26Q1-2900-gdf79404cd8, Yosys 0.63+post, stock flow scripts
make -C /OpenROAD-flow-scripts/flow DESIGN_CONFIG=/design/flow/config.mk WORK_HOME=/design/flow/orfs finish

===== flow/config.mk =====
export PLATFORM = sky130hd
export DESIGN_NAME = divide
export DESIGN_NICKNAME = divide
export VERILOG_FILES = /design/flow/design.v
export SDC_FILE = /design/flow/constraint.sdc
export NUM_CORES = 4
export LEC_CHECK = 1
export CORE_UTILIZATION = 30

===== flow/constraint.sdc =====
current_design divide

set clk_period 20.0
set clk_io_pct 0.2

create_clock -name clk0 -period $clk_period [get_ports {en}]

set non_clock_inputs [all_inputs -no_clocks]
set_input_delay [expr $clk_period * $clk_io_pct] -clock clk0 $non_clock_inputs
set_output_delay [expr $clk_period * $clk_io_pct] -clock clk0 [all_outputs]

==> impl_metrics.json <==
{
  "clock-root-buffer": "clkbuf_8",
  "relSlewSlack": 0.597,
  "dp.cells": 583,
  "fin_cells": 587,
  "clock-sinks": 16,
  "cts_buffers": 3,
  "gr-total-overflow": 0,
  "p_total_uw": 336,
  "setup_tns_ns": 0,
  "synth_cells": 415,
  "fp_util": 0.309,
  "netlist-cell-type-count": 54,
  "finalMaxSlewViolations": 0,
  "period_needed_ns": 18.20,
  "worstPathMaxFanout": 15,
  "grt_max_degree": 16,
  "edf_count": 0,
  "crit_family": "AND-OR/OR-AND gates",
  "fp.coreArea_um2": 10400,
  "cp.buffers_inverters": 10,
  "die_h_um": 105,
  "hold_class": "in2reg",
  "status": "finished clean",
  "chip_area_um2": 11100,
  "ant_nets": 0,
  "yosys_warnings": 1,
  "crit_slowest_cell": "o211ai_1",
  "crit_top_cell": "ha_1",
  "cts_setup_buffers": 0,
  "grt_pass1_wl_um": 14100,
  "ir_drop_mv": 0.0625,
  "top_area_cell": "ha_1",
  "critical_path_arrival_ns": 18.33,
  "final_layout_size_suffix_gt1_frac": 0.0776,
  "synth.top_cell.area_share": 0.222,
  "syn_area_um2": 3210,
  "fillCellCount": 1074,
  "dp_hpwl_um": 6600,
  "ys_chip_area_um2": 3210,
  "yosysCellCount": 415,
  "lay_top_cells": "ha_1 (57), inv_1 (41), a21oi_1 (34), nor2_1 (33), clkdlybuf4s50_1 (32)",
  "cts_resized": 0,
  "power.density_nw_per_um2": 89.1,
  "critPathCaptureType": "register",
  "slowest_delay_ns": 0.55,
  "antenna_found_initial": 0,
  "lay_top_count": "ha_1",
  "yosys-top-cells-area": "ha_1 (22%), dfxtp_1 (10%), mux2_2 (6.0%)",
  "syn_avg_cell_area_um2": 7.73,
  "wire_per_inst_um": 14.1,
  "cts_tree": "built",
  "first_pass_iters": 4,
  "synthArstFlopShare": 0,
  "start_kind": "input pin",
  "final_hold_viol_count": 0,
  "clk_pin_slew_ns": 0.07,
  "postCtsHoldBufs": 0,
  "tightest_slew_ns": 0.602,
  "warning_count": 25,
  "ios": 33,
  "leakage_uw": 0.00176,
  "cp.required_ns": 20.14,
  "area_delta_synth_final_pct": 17.7,
  "clockBufferDepth": 2,
  "rows": 37,
  "drv_cap": 0,
  "design_area_um2": 3780,
  "setup_violations": 0,
  "groute.usage.overall": 0.159,
  "fin_crit_sh": 0.910,
  "place.gp.congestion": 0.949,
  "fmax_ghz": 0.0550,
  "portBuffers": 32,
  "ys.flops": 16,
  "viasPerCell": 5.08,
  "critical_path_depth": 61,
  "cp-startpoint": "divisor[0]",
  "totalWireLength_um": 8290,
  "fp.dieW_um": 105,
  "crit_end": "rem[7]",
  "htreeDepth": 1,
  "rsz0062_at_grt": "no",
  "grt_pass1_vias": 2945,
  "fin_util": 0.364,
  "antenna_cells": 0,
  "drc_errors": 0,
  "crit_type": "in2reg",
  "synth_top_flop_cell": "dfxtp_1",
  "num_vias": 2981,
  "first_iter_violations": 97,
  "synth_seq_share": 0.0998,
  "placedInstanceArea_um2": 3720
}
synth_stat cells, drive strengths merged (2+ instances only):
cell type,number
ha,57
clkbuf,4
buf,2
or2,2
or3,2
a21boi,4
a21oi,34
nor2,33
a21o,12
and3,4
xor2,3
nor2b,14
inv,42
o31ai,6
mux2i,7
and4,2
o211ai,3
nand4,4
mux2,17
a211oi,8
o21a,7
o21ai,29
nand2,19
fa,7
nand3,8
o31a,2
nor3,10
dfxtp,16
and2,2
nand2b,9
o21bai,3
a31oi,4
a211o,2
xnor2,21
stage by stage:
step	setup WS (ns)	hold slack, ns
after global routing	0.498	4.38
after global placement	2.04	4.64
after CTS	1.91	4.37
final	1.80	4.37
after floorplan	3.76	4.15
after detailed placement	1.72	4.63
per-layer routing:
| layer | GRT usage | wire [um] | vias up |
|---|---|---|---|
| met3 | 0.0126 | 375 | 11 |
| met2 | 0.256 | 3520 | 58 |
| met4 | 0.0262 | 127 | 0 |
| met5 | 0 | 0 | - |
| li1 | - | - | 1573 |
| met1 | 0.236 | 4260 | 1339 |
cell families (layout without fill, tap and decap cells):
| logic type | after synthesis | after routing | synth area share |
|---|---|---|---|
| AOI/OAI and AO/OA | 126 | 126 | 0.253 |
| xor gates and xnor gates | 24 | 24 | 0.0655 |
| adders and majority gates | 64 | 64 | 0.266 |
| buffers and inverters | 48 | 84 | 0.0565 |
| DFF | 16 | 16 | 0.0998 |
| muxes | 24 | 24 | 0.0815 |
| and+or+nand+nor | 113 | 113 | 0.178 |
registers in the layout, indices dropped and copies added, names as in the netlist:
name and flops:
quo 8, rem 8
where the power goes:
group | total, uW | switching, uW | internal [uW]
combinational | 259 | 127 | 133
sequential | 48.1 | 2.73 | 45.4
clock | 29.0 | 11.6 | 17.5
how the worst min path moves through the flow:
stage,cells after the start,slack (ns),endpoint,startpoint
final,3,4.37,rem[0],dividend[0]
after global routing,3,4.38,rem[0],dividend[0]
after CTS,3,4.37,rem[0],dividend[0]
final cells by class:
class                   count  area [um^2]  area share
flip-flops and latches     16          320      0.0848
repair buffers             38          365      0.0968
inverters                  42          158      0.0417
multi-input cells         351         2710       0.717
clock buffers               4         55.1      0.0146
well taps                 136          170      0.0451
Power and IR drop assume default switching activity.
