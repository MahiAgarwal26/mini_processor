**./design.v**
```verilog
`timescale 1ns / 1ps
module clock_div(input CLK, output slow_clk);
reg [31:0] counter;
always @(posedge CLK)
begin
counter <= counter + 1;
end
assign slow_clk = counter[27];
endmodule
```
**./run.sh**
```bash
#!/bin/bash
# OpenROAD 26Q1-2900-gdf79404cd8, Yosys 0.63+post, stock flow scripts
make -C /OpenROAD-flow-scripts/flow DESIGN_CONFIG=/design/flow/config.mk WORK_HOME=/design/flow/orfs finish
```
**./config.mk**
```make
export PLATFORM = sky130hd
export DESIGN_NAME = clock_div
export DESIGN_NICKNAME = clock_div
export VERILOG_FILES = /design/flow/design.v
export SDC_FILE = /design/flow/constraint.sdc
export NUM_CORES = 4
export LEC_CHECK = 1
export CORE_AREA = 10 10 86 86
export DIE_AREA = 0 0 96 96
```
**./constraint.sdc**
```tcl
current_design clock_div

set clk_period 4.7
set clk_io_pct 0.2

create_clock -name clk0 -period $clk_period [get_ports {CLK}]

set non_clock_inputs [all_inputs -no_clocks]
set_input_delay [expr $clk_period * $clk_io_pct] -clock clk0 $non_clock_inputs
set_output_delay [expr $clk_period * $clk_io_pct] -clock clk0 [all_outputs]
```
==> impl_metrics.sql <==
-- generated from flow reports
INSERT INTO impl_metrics (metric_group, metric, value, unit) VALUES
('run_status', 'run_status', 'complete, no violations', ''),
('sta', 'maxSlewViolCount', '0', ''),
('placed_design', 'post_dp_cell_area', '1190', 'um2'),
('yosys', 'synth_async_sr_flop_share', '0', '%'),
('detailed_routing', 'routedWlPerCell', '8.64', 'um'),
('critical_path', 'critPathMaxStageDelay', '0.47', 'ns'),
('detailed_routing', 'm1WireLength', '908', 'um'),
('floorplanning', 'rows', '27', ''),
('yosys', 'yosys.cell_types.count', '17', ''),
('floorplanning', 'fp.dieW', '96', 'um'),
('clocking', 'cts.hold.buffers_added', '0', ''),
('critical_path', 'worst-path-max-fanout', '2', ''),
('global_routing', 'first_global_vias', '666', ''),
('clocking', 'htreeDepth', '1', ''),
('flow_run', 'tool_warnings', '25', ''),
('worst_hold_path', 'hold_path.class', 'reg2reg', ''),
('clocking', 'cts_tree', 'done', ''),
('global_routing', 'grt_max_degree', '16', ''),
('clocking', 'cts_buffers', '3', ''),
('detailed_routing', 'drt_iter0_drc', '40', ''),
('final_layout', 'area_added_between_synthesis_and_finish', '13.8', '%'),
('final_layout', 'largest_register_ffs', '28', ''),
('clocking', 'master_cell_of_the_clock_root_buffer', 'sky130_fd_sc_hd__clkbuf_8', ''),
('detailed_routing', 'met3RoutedLength', '92', 'um'),
('critical_path', 'crit_path_cell_trace', 'clkdlybuf4s50_1', ''),
('floorplanning', 'floorplan.core_area', '5540', 'um2'),
('pwr', 'vdd.ir_drop.worst', '0.000106', 'V'),
('sta', 'relSlewSlack', '61.4', '%'),
('yosys', 'synth.top_cells.by_area', 'sky130_fd_sc_hd__dfxtp_1 51%, sky130_fd_sc_hd__xnor2_1 16%, sky130_fd_sc_hd__nand3_1 5.9%, sky130_fd_sc_hd__xor2_1 4.8%, sky130_fd_sc_hd__nand4_1 4.6%', ''),
('yosys', 'synth_top_flop_cell', 'sky130_fd_sc_hd__dfxtp_1', ''),
('sta', 'finalClockPeriodUsage', '43.1', '%'),
('yosys', 'common_cells', '28 x sky130_fd_sc_hd__dfxtp_1, 20 x sky130_fd_sc_hd__xnor2_1, 13 x sky130_fd_sc_hd__nand3_1', ''),
('detailed_routing', 'top_layer', 'met3', ''),
('global_routing', 'antenna_violations_before_repair', '0', ''),
('detailed_routing', 'post_drt_via_cell_ratio', '3.80', ''),
('yosys', 'synth-edff-count', '0', ''),
('critical_path', 'arrival', '1.09', 'ns'),
('global_routing', 'grt_first_pass_wirelength', '3.02', 'mm'),
('yosys', 'syn_area_per_cell', '10.2', 'um2'),
('clocking', 'post-cts-setup-buffers', '0', ''),
('yosys', 'top_area_share', '51.1', '%'),
('clocking', 'worst_skew_pair.late_latency', '0.27', 'ns'),
('sta', 'fin_crit', '2.03', 'ns'),
('pwr', 'leakage', '0.000379', 'uW'),
('pwr', 'cellPowerDensity', '305', 'nW/um2'),
('placed_design', 'portBuffers', '1', ''),
('yosys', 'netlist_area', '1100', 'um2'),
('detailed_routing', 'final_wirelength', '1.58', 'mm'),
('yosys', 'yosysWarnings', '1', ''),
('final_layout', 'reg.largest.list', 'counter x28', ''),
('critical_path', 'critical_path.top_delay_family', 'buffers and inverters', ''),
('sta', 'tightest_slew', '0.574', 'ns'),
('detailed_routing', 'antenna-diode-count', '0', ''),
('critical_path', 'critPathLaunchType', 'register', ''),
('clocking', 'cts_repair_resize_count', '0', ''),
('detailed_routing', 'met2WireLength', '581', 'um'),
('sta', 'fmax', '493', 'MHz'),
('floorplanning', 'core_util_floorplan', '19.8', '%'),
('clocking', 'path_clk_slew', '0.09', 'ns'),
('critical_path', 'critPathCaptureType', 'output pin', ''),
('final_layout', 'largest-register', 'counter', ''),
('sta', 'fin_tns_setup', '0', 'ns'),
('sta', 'report.final.hold_viol_count', '0', ''),
('yosys', 'flip_flop_and_latch_count_after_synthesis', '28', ''),
('placed_design', 'gpl_congestion', '0.829', ''),
('clocking', 'clock_sink_count', '28', ''),
('yosys', 'sequential_area_share_after_synthesis', '51.1', '%'),
('global_routing', 'grt.overflow.total', '0', ''),
('sta', 'finalSetupViolCount', '0', ''),
('detailed_routing', 'drc_errors', '0', ''),
('yosys', 'synth_cells', '107', '');
-- worst paths after layout --
check | from | end | slack [ns] | depth (start not counted)
setup / recovery | counter[27] | slow_clk | 2.67 | 1
hold / removal | counter[0] | counter[0] | 0.42 | 1
setup reg to reg | counter[0] | counter[26] | 3.06 | 5
hold reg to reg | counter[0] | counter[0] | 0.42 | 1
-- per-layer routing --
metal  GRT usage, %  vias up
li1               -      377
met1           5.83      310
met2           5.72        8
met3           1.57        0
met4              0        0
met5              0        -
-- area by class of cell --
cell class                 instances  area, um2  area share, %
sequential                        28        561           44.9
multi-input combinational         75        520           41.7
tap                               72       90.1           7.22
clock buffer                       4       55.1           4.41
inverter                           3       11.3          0.903
timing repair buffer               1       10.0          0.802
-- through the flow --
step	power [uW]	util [%]	cells	setup WS (ns)	hold slack, ns
global placement	243	21.5	179	2.97	0.391
finish	381	22.5	183	2.67	0.418
detailed placement	243	21.5	179	2.96	0.398
floorplan	243	-	107	3.30	0.383
global route	399	22.5	183	2.62	0.441
CTS	388	22.5	183	2.65	0.421
-- report_power, final --
group	total [uW]	internal [uW]	switching, uW
Clock	144	74.9	69.0
Combinational	0.000125	0	0
Sequential	237	237	0
Total	381	312	69.0
-- worst register-to-register path, delay by kind of cell, from the launching register on --
| kind | cells | cell delay, ns |
|---|---|---|
| adders and majority gates | 1 | 0.25 |
| xor gates and xnor gates | 1 | 0.14 |
| and+or+nand+nor | 3 | 0.78 |
| DFF | 1 | 0.38 |
-- logic make-up (layout without fill, tap and decap cells) --
group	after synthesis	in the layout	synth area share, %
flops	28	28	51.1
simple gates	48	48	25.6
buf+inv	4	8	1.37
xor+xnor	26	26	20.8
fa+ha+maj	1	1	1.14
-- cell usage in the layout, fill, tap and decap left out --
cell type / n
sky130_fd_sc_hd__and3_1: 3
sky130_fd_sc_hd__and4_1: 1
sky130_fd_sc_hd__clkbuf_8: 4
sky130_fd_sc_hd__clkdlybuf4s50_1: 1
sky130_fd_sc_hd__dfxtp_1: 28
sky130_fd_sc_hd__ha_1: 1
sky130_fd_sc_hd__inv_1: 3
sky130_fd_sc_hd__nand2_1: 7
sky130_fd_sc_hd__nand3_1: 13
sky130_fd_sc_hd__nand3_2: 3
sky130_fd_sc_hd__nand4_1: 8
sky130_fd_sc_hd__nor2_1: 6
sky130_fd_sc_hd__nor3_1: 3
sky130_fd_sc_hd__nor3_2: 1
sky130_fd_sc_hd__nor4_1: 2
sky130_fd_sc_hd__nor4_4: 1
sky130_fd_sc_hd__xnor2_1: 20
sky130_fd_sc_hd__xor2_1: 6
Power and IR drop assume default switching activity.
