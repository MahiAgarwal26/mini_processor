$ cat run.sh
#!/bin/bash
# OpenROAD 26Q1-2900-gdf79404cd8, Yosys 0.63+post, stock flow scripts
make -C /OpenROAD-flow-scripts/flow DESIGN_CONFIG=/design/flow/config.mk WORK_HOME=/design/flow/orfs finish
$ cat config.mk
export PLATFORM = sky130hd
export DESIGN_NAME = instr_mem
export DESIGN_NICKNAME = instr_mem
export VERILOG_FILES = /design/flow/design.v
export SDC_FILE = /design/flow/constraint.sdc
export NUM_CORES = 4
export LEC_CHECK = 1
export CORE_AREA = 10 10 70 70
export DIE_AREA = 0 0 80 80
$ cat constraint.sdc
current_design instr_mem

set clk_period 1.4
set clk_io_pct 0.2

create_clock -name clk0 -period $clk_period

set non_clock_inputs [all_inputs -no_clocks]
set_input_delay [expr $clk_period * $clk_io_pct] -clock clk0 $non_clock_inputs
set_output_delay [expr $clk_period * $clk_io_pct] -clock clk0 [all_outputs]
$ cat design.v
`timescale 1ns / 1ps
module instr_mem(address, r_bus);
input [3:0] address;
output reg [7:0] r_bus;
reg [7:0]instr[15:0];
initial begin
instr[0] = 8'h9_1;
instr[1] = 8'h1_2;
instr[2] = 8'h2_3;
instr[3] = 8'h3_4;
instr[4] = 8'h8_6;
instr[5] = 8'h5_6;
instr[6] = 8'h6_7;
instr[7] = 8'h7_8;
instr[8] = 8'h4_5;
instr[9] = 8'h5_6;
instr[10] = 8'd9;
instr[11] = 8'd11;
instr[12] = 8'd12;
instr[13] = 8'hf_f;
instr[14] = 8'd18;
instr[15] = 8'd1;
end
always@(*)
begin
r_bus <= instr[address];
end
endmodule
==> results_dict.tcl <==
# implementation run metrics
set metrics [dict create \
    synth.largest_area_cell "sky130_fd_sc_hd__ha_1" \
    detail_route.first_pass.iterations 2 \
    initial_utilization_pct 9.23 \
    violations "setup timing" \
    final_std_cells_w_o_fill 113 \
    first_global_vias 396 \
    power.share.sequential_pct 0 \
    die_height_um 80 \
    seq_area_um2 0 \
    timing.final.crit_period_ns 1.46 \
    hold_violations 0 \
    setup_viol 3 \
    avgRoutedWirePerCell_um 9.17 \
    placementRows 21 \
    worstPathCellList "buf_8, buf_6, buf_12, ha_4, o211a_1, a21oi_2, buf_2" \
    synth_cell_types 17 \
    netSwitchingFraction_pct 42.8 \
    grt_use_total_pct 3.14 \
    min_period_over_period_pct 104 \
    power.static_leakage_nw 0.314 \
    dp_hpwl_um 792 \
    switching_power_mw 0.0751 \
    detail_route.antenna_diodes 0 \
    post-route-drc-count 0 \
    synth.yosys.chip_area_um2 315 \
    synth_largest_type_area_fraction_pct 39.7 \
    layout-area-overhead-vs-synth_pct 120 \
    grt_overflow_total 0 \
    average_instance_area_after_synthesis_um2 7.51 \
    drt_first_iter_violations 32 \
    share_of_post_route_cells_with_drive_strength_above_1_pct 67.2 \
    synthTopLogicFamily "adder cells" \
    synthesis.instances 42 \
    cp_data_arrival_time_ns 1.18 \
    max_stage_delay_ns 0.20 \
    critPathMaxFanout 5 \
    worst_hold_startpoint "address[3]" \
    log.warning_count 42 \
    rsz0062_at_grt "yes" \
    die.size.x_um 80 \
    crit_required_ns 1.12 \
    n_clock_buffer 0 \
    chipArea_um2 6400 \
    layout_top_cells "11 x sky130_fd_sc_hd__buf_4, 7 x sky130_fd_sc_hd__buf_2, 6 x sky130_fd_sc_hd__o21ai_1, 5 x sky130_fd_sc_hd__ha_4" \
    hp-class "in2out" \
    wl_um 1040 \
    nFlopsAndLatches 0 \
    final-comb-area_um2 368 \
    gp_congestion 0.687 \
    worst_slew_pin_slew_ns 0.148 \
    netlist_top_cells_area "sky130_fd_sc_hd__ha_1 40%, sky130_fd_sc_hd__nand2_1 8.3%, sky130_fd_sc_hd__o21ai_0 7.9%" \
    ys_warn_count 1 \
    place_inst 109 \
    power.density_nw_per_um2 253 \
    total_number_of_vias 382 \
    final_common_cell "sky130_fd_sc_hd__buf_4" \
    vdd.ir_drop.worst_mv 0.0487 \
    use_met3_pct 0.341 \
    status "finished with violations" \
    pwr-share-comb_pct 100.0 \
    grt_use_met2_pct 6.18 \
    ys_sh_xor_pct 0 \
    synth_sequential_area_ratio_pct 0 \
    core_region_area_um2 3420 \
    post_synth_ao_oa_area_fraction_pct 27.8 \
    slew_violations 0 \
    total_power_mw 0.175 \
    end_kind "output port" \
    clockPowerShare_pct 0 \
    n_fill_cell 372 \
    max_freq_mhz 687 \
    fa_ha_area_share_pct 39.7 \
    ios 12 \
    ctsHoldBuffers 0 \
    cap_viol_max_count 0 \
    ant_nets 0 \
    antenna_found_initial 0 \
    post_synth_and_or_nand_nor_area_fraction_pct 15.1 \
    detail_route.vias_per_cell 3.38 \
    port_buffers 12 \
    synth-cells-yosys 42 \
    placement.setup.worst_slack_ns -0.908 \
    crit_type "in2out" \
    postLayoutSetupSlackWorst_ns -0.0552 \
    post_synth_mux_area_share_pct 3.17 \
    grt_max_degree 7 \
    cp-start-kind "primary input" \
    utilization_pct 20.3 \
    intPower_mw 0.100 \
    grt_pass1_wl_um 1730 \
    timing.critical_path.from "address[0]" \
    netlist_area_um2 315 \
    grtUsageMet1_pct 3.69 \
    slew_headroom_pct 90.1 \
    most_used_routing_layer "met2" \
    cp_slowest_cell "sky130_fd_sc_hd__o211a_1" \
]
-- what timing repair did --
item	CTS	global route
cloned	1	0
resized	76	2
pin swaps	11	4
setup buffers	3	0
endpoints found under the setup margin	8	5
-- layer usage --
metal | wire (µm) | vias up
met2 | 554 | 5
met1 | 430 | 181
met4 | 0 | 0
met5 | 0 | -
met3 | 51 | 0
li1 | - | 196
-- area by class of cell --
| cell class | instances | share of cell area [%] |
|---|---|---|
| Inverter | 4 | 3.60 |
| Timing Repair Buffer | 28 | 35.1 |
| Multi-Input combinational cell | 35 | 53.0 |
| Tap cell | 46 | 8.29 |
-- cells in the mapped netlist, types with 2 or more instances --
| library cell | instances |
|---|---|
| sky130_fd_sc_hd__buf_6 | 2 |
| sky130_fd_sc_hd__ha_1 | 10 |
| sky130_fd_sc_hd__inv_1 | 3 |
| sky130_fd_sc_hd__nand2_1 | 7 |
| sky130_fd_sc_hd__nand2b_1 | 2 |
| sky130_fd_sc_hd__o211a_1 | 2 |
| sky130_fd_sc_hd__o21ai_0 | 5 |
| sky130_fd_sc_hd__o21ai_1 | 2 |
-- power by group through the flow --
stage / sequential [mW] / combinational (mW) / clock, mW
finish: 0 / 0.175 / 0
CTS: 0 / 0.176 / 0
global route: 0 / 0.194 / 0
-- logic make-up after synthesis --
kind of cell	Yosys count
compound gates	13
simple gates	11
fa+ha+maj	10
mux	1
buf+inv	7
-- worst max-delay path, delay by kind of cell --
kind	cells	cell delay (ns)
compound gates	2	0.30
buf+inv	4	0.44
fa+ha+maj	1	0.15
-- worst paths after layout --
| check | end | slack, ns | cells after the start |
|---|---|---|---|
| hold / removal | r_bus[0] | 1.05 | 5 |
| setup / recovery | r_bus[1] | -0.06 | 7 |
-- per-stage QoR --
| step | instance area, µm² | setup TNS [ns] | hold WS [ns] |
|---|---|---|---|
| 6_report | 694 | -0.102 | 1.05 |
| 5_1_grt | 694 | -0.319 | 1.07 |
| 4_1_cts | 691 | -0.131 | 1.05 |
| 3_5_place_dp | 553 | -6.53 | 1.69 |
| 3_3_place_gp | 553 | -6.43 | 1.69 |
| 2_1_floorplan | 315 | 0 | 0.678 |
No activity file was given, so power comes from the tool's default toggle rates.
